==> flow/design.v <==
module parking_system(clk,reset_n,sensor_entrance, sensor_exit,password_1, password_2,GREEN_LED,RED_LED,HEX_1, HEX_2);
 input clk,reset_n;
 input sensor_entrance,sensor_exit;
 input [1:0]password_1,password_2;
 output GREEN_LED,RED_LED;
 output reg [6:0]HEX_1,HEX_2;
 parameter IDLE = 3'b000;
 parameter WAIT_PASSWORD = 3'b001;
 parameter WRONG_PASS = 3'b010;
 parameter RIGHT_PASS = 3'b011;
 parameter STOP = 3'b100;
 reg[2:0] current_state, next_state;
 reg[31:0] counter_wait;
 reg red_tmp,green_tmp;
 always @(posedge clk or negedge reset_n)
 begin
 if(reset_n==1'b0)
 begin
    current_state = IDLE;
 end
 else
 begin
    current_state = next_state;
 end
 end
 always @(posedge clk or negedge reset_n) 
 begin
 if(reset_n==0)
 begin
    counter_wait <= 0;
 end
 else if(current_state==WAIT_PASSWORD)
 begin
    counter_wait <= counter_wait + 1;
 end
 else 
 begin
    counter_wait <= 0;
 end
 end
 always @(*)
 begin
 case(current_state)
 IDLE:begin
        if(sensor_entrance == 1)
        begin
            next_state = WAIT_PASSWORD;
        end
        else
        begin
            next_state = IDLE;
        end
    end
 WAIT_PASSWORD:begin
        if(counter_wait <= 3)
        begin
            next_state=WAIT_PASSWORD;
        end
        else 
        begin
            if((password_1==2'b01)&&(password_2==2'b10))
                next_state = RIGHT_PASS;
            else
                next_state = WRONG_PASS;
        end
    end
 WRONG_PASS: begin
        if((password_1==2'b01)&&(password_2==2'b10))
            next_state = RIGHT_PASS;
        else
            next_state = WRONG_PASS;
    end
 RIGHT_PASS: begin
        if(sensor_entrance==1 && sensor_exit == 1)
            next_state = STOP;
        else if(sensor_exit == 1)
            next_state = IDLE;
        else
            next_state = RIGHT_PASS;
    end
 STOP: begin
        if((password_1==2'b01)&&(password_2==2'b10))
            next_state = RIGHT_PASS;
        else
            next_state = STOP;
    end
 default: next_state = IDLE;
 endcase
 end
 always @(posedge clk) 
 begin 
 case(current_state)
 IDLE: begin
 green_tmp = 1'b0;
 red_tmp = 1'b0;
 HEX_1 = 7'b1111111;  
 HEX_2 = 7'b1111111;  
 end
 WAIT_PASSWORD: begin
 green_tmp = 1'b0;
 red_tmp = 1'b1;
 HEX_1 = 7'b000_0110;  
 HEX_2 = 7'b010_1011;  
 end
 WRONG_PASS: begin
 green_tmp = 1'b0;
 red_tmp = ~red_tmp;
 HEX_1 = 7'b000_0110;  
 HEX_2 = 7'b000_0110;  
 end
 RIGHT_PASS: begin
 green_tmp = ~green_tmp;
 red_tmp = 1'b0;
 HEX_1 = 7'b000_0010;  
 HEX_2 = 7'b100_0000;  
 end
 STOP: begin
 green_tmp = 1'b0;
 red_tmp = ~red_tmp;
 HEX_1 = 7'b001_0010;  
 HEX_2 = 7'b000_1100;  
 end
 endcase
 end
 assign RED_LED = red_tmp  ;
 assign GREEN_LED = green_tmp;
endmodule
==> flow/run.sh <==
#!/bin/bash
# OpenROAD 26Q1-2900-gdf79404cd8, Yosys 0.63+post, stock flow scripts
make -C /OpenROAD-flow-scripts/flow DESIGN_CONFIG=/design/flow/config.mk WORK_HOME=/design/flow/orfs finish
==> flow/config.mk <==
export PLATFORM = sky130hd
export DESIGN_NAME = parking_system
export DESIGN_NICKNAME = parking_system
export VERILOG_FILES = /design/flow/design.v
export SDC_FILE = /design/flow/constraint.sdc
export NUM_CORES = 4
export LEC_CHECK = 1
export CORE_UTILIZATION = 40
==> flow/constraint.sdc <==
current_design parking_system

set clk_period 6.7
set clk_io_pct 0.2

create_clock -name clk0 -period $clk_period [get_ports {clk}]

set non_clock_inputs [all_inputs -no_clocks]
set_input_delay [expr $clk_period * $clk_io_pct] -clock clk0 $non_clock_inputs
set_output_delay [expr $clk_period * $clk_io_pct] -clock clk0 [all_outputs]
==> Changelog: implementation <==
### Physical design

- Tally of filler cells in the layout: roughly 510
- CP Max Fanout: 4
- Pre-antenna DRT Iters: 4
- Count of tool warnings: 25
- # Cells Yosys: 236
- Max Clk Rate: 401 MHz
- Area of the die: approximately 6300 sq um
- Gr ovfl total: 0
- Slew Limit Fails: 0
- Largest delay contributor family on the critical path: buffers and inverters
- Top cell area share: between 30% and 40%
- Post-Route WL: 4310 um
- Endpoints failing setup: 0
- EDFF count, synth: 11
- Cts hold-fix bufs: 0
- Maximum clock insertion buffer count: 2
- Maximum vdd drop: 0.000225 V
- I/O pin count: 24
- CTS buffer count: 5
- Yosys top cell by area: dfrtp_1
- Share of cells above drive strength 1: roughly 8.3%
- HPWL after detailed placement: about 2900 um
- Required @ worst endpoint: approximately 5400 ps
- Worst-margin pin slew: about 590 ps
- Synthesized area per cell: just over 10 sq um
- WL per Instance: ~13 um
- Hold path endpoint: counter_wait[0]
- Fin crit period: roughly 2500 ps
- Clk sink count: roughly 48
- Seq/Total Area, Yosys: 52.7%
- Yosys stat chip area: between 2000 and 2500 sq um
- Critical R2R Launch: counter_wait[10]
- Largest net degree at the start of global routing: 38
- Yosys top cell by instances: dfrtp_1
- Pleak: 0.000985 uW
- Clk_skew: roughly 9.4 ps
- RSZ-0062 raised after global routing: no
- Critical hold path startpoint: counter_wait[0]
- Min-Delay Path Class: flop to flop
- Reg2Reg Capture Point: counter_wait[31]
- Vias in the first global route: roughly 1600
- Core area: roughly 5600 sq um
- CP Launch Type: flop
- DR vias: approximately 1800
- Run status: completed
- CP endpoint kind: output pin
- Port bufs: 22
- Final worst-path cycle share: a little under two fifths
- Top cells by count, synth: 36 x dfrtp_1, 23 x a21oi_1, 16 x nand2_1, 16 x nor2_1, 14 x o31ai_1
- Kind of critical path: flop to output pin
- Pwr/cell area: roughly 300 nW/um^2
- Clock transition at path regs: about 90 ps
- Initial antenna violation count: 0
- Global-route wire length before repair: around 7700 um
- Post-route DRC: 0
- Worst path slowest cell: clkdlybuf4s50_1
- Reg2Reg Depth: 4
- Resize count post-CTS: 0
- Setup TNS: 0 ps
- Final ANT Viol Nets: 0
- Row count: 27
- Worst path max stage delay: about 470 ps
- Via/cell ratio: around 5.4
- Synth flops: around 48
- WP buf/inv: 1
- Async SR Flop Fraction: between 70% and 80%
- Min-Delay Path Depth: 1
- # diodes: 0
- Ys Warns: 1
- Setup slack after layout: between 4000 and 5000 ps
- Die H: roughly 79 um
- Max_cap viols: 0
- Relative slew slack: between 60% and 70%
- Routability Congestion: approximately 0.82
- Gr usage total: 16.1%
- Dpl ws: between 4000 and 5000 ps
- Instance count of the mapped netlist: between 200 and 250
- Final hold viol count: 0
- Crit path cell chain: clkdlybuf4s50_1
- Reg2reg setup slack: between 4000 and 5000 ps
- Cell Type Count: roughly 40
- Synth Cell Area: between 2000 and 2500 sq um
- Post-CTS setup buffers: 0
- DIE WIDTH: between 70 and 80 um
- DR iter-0 viols: approximately 100
- Area contributors post-synth: dfrtp_1 38%, edfxtp_1 14%, a21oi_1 4.8%, o31ai_1 4.4%, or4_1 4.1%
- Clk latency of the worst-skew pair: ~300 ps
- Main flop type: dfrtp_1
- CTS H-tree depth: 2
- Pre-Place Util: 42.3%
- CTS tree: built
- Total power: 798 uW
- Clk root buf: clkbuf_8
- Syn-to-layout area delta: 13.7%
- CP arrival: 1160 ps
-- layout by cell type (no fill, tap or decap), types with 2 or more instances in the layout --
| master | count |
|---|---|
| edfxtp_1 | 11 |
| o31ai_1 | 14 |
| xnor2_1 | 7 |
| xor2_1 | 2 |
| clkbuf_8 | 5 |
| nand3_1 | 11 |
| or4_1 | 13 |
| nor3_1 | 3 |
| buf_4 | 2 |
| nand4_1 | 5 |
| clkdlybuf4s50_1 | 21 |
| nor2_1 | 16 |
| nor4_1 | 12 |
| dfrtp_1 | 36 |
| a21oi_1 | 23 |
| nand4_2 | 2 |
| or3_1 | 10 |
| or2_2 | 3 |
| inv_1 | 8 |
| o21ai_0 | 11 |
| nand2_1 | 16 |
-- power breakdown --
group / switching, uW / leakage (uW) / internal (uW) / total, uW
clock network: 96.4 / 0.0000558 / 111 / 207
registers: 30.5 / 0.000613 / 369 / 400
logic: 84.6 / 0.000316 / 107 / 192
-- registers in the layout, summed over array words and instances, names as in the netlist --
register       flops
HEX_2              6
current_state      5
red_tmp            1
green_tmp          1
HEX_1              3
counter_wait      32
-- worst max-delay path by stage --
stage / startpoint / to / cells after the start
4_1_cts: HEX_1[5] / HEX_1[3] / 1
5_1_grt: HEX_1[5] / HEX_1[6] / 1
6_report: HEX_1[5] / HEX_1[3] / 1
-- metrics by stage --
| stage | area (sq um) | util [%] | hold WS (ps) | instances |
|---|---|---|---|---|
| CTS | 2710 | 48.1 | 486 | 324 |
| finish | 2710 | 48.1 | 485 | 324 |
| global route | 2710 | 48.1 | 504 | 324 |
| floorplan | 2390 | - | 446 | 236 |
| detailed placement | 2600 | 46.1 | 471 | 316 |
| global placement | 2600 | 46.1 | 473 | 316 |
-- routing by layer --
layer | part of all wire, % | track usage, % | routed length, um | vias up
li1 | - | - | - | 911
met4 | 0.65 | 1.82 | 28 | 0
met5 | 0 | 0 | 0 | -
met2 | 44 | 24.5 | 1890 | 31
met1 | 51 | 25.8 | 2200 | 810
met3 | 4.2 | 2.92 | 181 | 2
-- area by class of cell --
| cell class | instances | area (sq um) | area share (%) |
|---|---|---|---|
| Clock buffer | 5 | 68.8 | 2.54 |
| Clock inverter | 3 | 42.5 | 1.57 |
| Inverter | 8 | 30.0 | 1.11 |
| Multi-Input combinational cell | 164 | 995 | 36.7 |
| Sequential cell | 48 | 1260 | 46.3 |
| Tap cell | 72 | 90.1 | 3.32 |
| Timing Repair Buffer | 24 | 230 | 8.48 |
-- cells by family (layout without fill, tap and decap cells) --
logic type / Yosys count / count (layout) / share of synthesized area [%]
AND/OR/NAND/NOR: 102 / 102 / 25.1
other: 1 / 1 / 0.157
buffers and inverters: 24 / 40 / 5.61
XOR/XNOR: 9 / 9 / 3.30
AND-OR/OR-AND: 51 / 51 / 12.6
adder cells (fa/ha/maj): 1 / 1 / 0.524
flip-flops: 48 / 48 / 52.7
No activity file was given, so power comes from the tool's default toggle rates.
